**./config.mk**
```make
export PLATFORM = sky130hd
export DESIGN_NAME = clkdiv
export DESIGN_NICKNAME = clkdiv
export VERILOG_FILES = /design/flow/design.v
export SDC_FILE = /design/flow/constraint.sdc
export NUM_CORES = 4
export LEC_CHECK = 1
export CORE_AREA = 10 10 83 83
export DIE_AREA = 0 0 93 93
```
**./constraint.sdc**
```tcl
current_design clkdiv

set clk_period 6.1
set clk_io_pct 0.2

create_clock -name clk0 -period $clk_period [get_ports {clk}]

set non_clock_inputs [all_inputs -no_clocks]
set_input_delay [expr $clk_period * $clk_io_pct] -clock clk0 $non_clock_inputs
set_output_delay [expr $clk_period * $clk_io_pct] -clock clk0 [all_outputs]
```
**./design.v**
```verilog
module clkdiv(input wire clk, output wire clkdiv);
reg [25:0]cnt;
assign clkdiv = cnt[25];
always @(posedge clk)
begin
	cnt <= (cnt === {26{1'b1}}) ? 26'h0 : cnt + 26'h1;
end
endmodule
```
**./run.sh**
```bash
#!/bin/bash
# OpenROAD 26Q1-2900-gdf79404cd8, Yosys 0.63+post, stock flow scripts
make -C /OpenROAD-flow-scripts/flow DESIGN_CONFIG=/design/flow/config.mk WORK_HOME=/design/flow/orfs finish
```
==> flow_summary.ini <==
; physical design summary
[run]
log.warning_count = 25
maxCapViolCount = 0

[critical_path]
cp_max_fo = 6
path_class = reg -> out
max_stage_delay_ns = 0.49
crit_required_ns = 4.88
crit_buf_inv = 1
cp_cell_sequence = clkdlybuf4s50_1
cpLargestDelayFamily = buffers and inverters
end_kind = output port
worstPathArrival_ns = 1.15
cp-start-kind = flip-flop
critPathSlowestCell = clkdlybuf4s50_1

[clock_tree]
cts.sinks = 26
clock_latency_ns = 0.26
path_clk_slew_ns = 0.08
cts-root-buf = clkbuf_8
cts_made_buffers = 3
cts_tree = built
cts_resized = 0
cts.path.max_buffers = 2
htreeDepth = 1
ctsHoldBuffers = 0
post_cts_buffers = 0

[synth]
ys_cells = 123
synth_cells = 123
ys_seq_elements = 26
synth_cell_type_count = 27
yosys_warnings = 1
syn_area_um2 = 1130
syn_area_per_cell_um2 = 9.23
ys_chip_area_um2 = 1130
ys_seq_share_pct = 45.9

[detailed_routing]
vias_per_cell = 4.26
ant_nets = 0
drt_first_pass_iters = 4
drt_iter0_drc = 7
antennaDiodeCount = 0
wirelength_um = 1890
vias = 839
drc = 0
routedWlPerCell_um = 9.58

[floorplanning]
rows = 26
coreArea_um2 = 5140
die_h_um = 93
chip_area_um2 = 8650
initial_core_util_pct = 22.1
die_w_um = 93
io_pins = 2

[placed_design]
placed_area_um2 = 1230
placedCellCount = 193
gp_congestion = 0.816
io_buffers = 1
hpwl_um = 1420

[sta]
fmax_mhz = 423
setup_violations = 0
tightest_slew_ns = 0.740
timing.final.hold_violations = 0
fin_crit_ns = 2.37
fin_skew_ns = 0.00489
maxSlewViolCount = 0
slew_headroom_pct = 50.2
rsz0062_at_grt = no
finalCritPeriodShare_pct = 38.8
tns_ns = 0

[outcome]
status = finished clean

[global_route]
grt-ovfl-total = 0
grt_pass1_vias = 798
grt_max_degree = 15
grt_antenna_before_repair = 0
grt_pass1_wl_um = 3510
grt_usage_pct = 4.69

[pwr]
powerDensity_nw_per_um2 = 215
leakage_nw = 0.467
worst_ir_drop_vdd_uv = 161

[finish]
final_cell_area_um2 = 1290
top_register = cnt
area_delta_synth_final_pct = 13.6
stdcell_count = 197
largest_register_ffs = 26
largestRegisters = cnt x26
layout-drive-gt1-share_pct = 7.87

[worst_hold_path]
worst_hold_path_type = reg -> reg
[area by class of cell]
class,count,area (um2)
Fill cell,581,3850
Multi-Input combinational cell,92,597
Sequential cell,26,520
Tap cell,70,87.6
Clock buffer,4,55.1
Timing Repair Buffer,2,17.5
Inverter,3,11.3
[report_power, final]
part	total (mW)	internal [mW]	switching, mW
logic	0.000000229	0	0
registers	0.170	0.170	0
clock network	0.108	0.0576	0.0505
total	0.278	0.227	0.0505
[worst paths after layout]
| check | startpoint | to | slack [ns] | cells after the start |
|---|---|---|---|---|
| min | cnt[18] | cnt[18] | 0.48 | 1 |
| max reg2reg | cnt[7] | cnt[21] | 3.90 | 5 |
| max | cnt[25] | clkdiv | 3.73 | 1 |
| min reg2reg | cnt[18] | cnt[18] | 0.48 | 1 |
[per-stage QoR]
stage | hold WS [ns] | setup slack [ns] | utilization, % | power [mW]
2_1_floorplan | 0.445 | 4.26 | - | 0.174
3_3_place_gp | 0.471 | 4.00 | 24.0 | 0.174
3_5_place_dp | 0.468 | 3.94 | 24.0 | 0.174
4_1_cts | 0.482 | 3.70 | 25.1 | 0.284
5_1_grt | 0.497 | 3.65 | 25.1 | 0.289
6_report | 0.480 | 3.73 | 25.1 | 0.278
[per-layer routing]
metal,vias to the layer above,wire length (um),global-route usage [%]
li1,443,-,-
met1,389,1020,7.10
met2,5,824,7.01
met3,2,32,0.808
met4,0,13,0.643
met5,-,0,0
[placed cells by master (no fill, tap or decap), types with 2 or more instances in the layout]
master / instances
a21oi_1: 2
and3_1: 2
and4_1: 2
clkbuf_8: 4
dfxtp_1: 26
inv_1: 3
mux2i_1: 2
nand2_1: 9
nand3_1: 12
nand3b_1: 2
nand4_1: 5
nor2_1: 13
nor3_1: 7
nor4_1: 3
o21ai_0: 2
or4_1: 4
xnor2_1: 9
xor2_1: 9
[worst reg2reg max path: cells and delay by family (launching register included)]
family / cells / cell delay, ns
compound gates: 1 / 0.05
buf+inv: 1 / 0.25
flops: 1 / 0.44
simple gates: 3 / 1.34
[Yosys cell counts (all sizes together)]
library cell	instances	area, um2
a21bo	1	10.0
a21oi	3	18.8
and3	2	12.5
and4	2	17.5
buf	2	12.5
dfxtp	26	521
ha	1	12.5
inv	3	11.3
mux2i	2	20.0
nand2	9	33.8
nand3	12	60.1
nand3b	2	15.0
nand4	6	52.6
nor2	13	48.8
nor2b	1	6.26
nor3	7	35.0
nor4	4	25.0
o21ai	2	10.0
o31ai	1	7.51
or3	1	6.26
or4	5	41.3
xnor2	9	78.8
xor2	9	78.8
[logic make-up after synthesis]
family / Yosys count / share of synthesized area, %
compound gates: 7 / 4.08
xor+xnor: 18 / 13.9
fa+ha+maj: 1 / 1.10
buf+inv: 5 / 2.09
flops: 26 / 45.9
mux: 2 / 1.76
simple gates: 64 / 31.2
Power and IR drop assume default switching activity.
