===== run.sh =====
#!/bin/bash
# OpenROAD 26Q1-2900-gdf79404cd8, Yosys 0.63+post, stock flow scripts
make -C /OpenROAD-flow-scripts/flow DESIGN_CONFIG=/design/flow/config.mk WORK_HOME=/design/flow/orfs finish

===== config.mk =====
export PLATFORM = sky130hd
export DESIGN_NAME = cnthex
export DESIGN_NICKNAME = cnthex
export VERILOG_FILES = /design/flow/design.v
export SDC_FILE = /design/flow/constraint.sdc
export NUM_CORES = 4
export LEC_CHECK = 1
export CORE_AREA = 10 10 70 70
export DIE_AREA = 0 0 80 80

===== constraint.sdc =====
current_design cnthex

set clk_period 2.1
set clk_io_pct 0.2

create_clock -name clk0 -period $clk_period [get_ports {clk}]

set non_clock_inputs [all_inputs -no_clocks]
set_input_delay [expr $clk_period * $clk_io_pct] -clock clk0 $non_clock_inputs
set_output_delay [expr $clk_period * $clk_io_pct] -clock clk0 [all_outputs]

===== design.v =====
module cnthex( input wire clk, output reg [7:0]hex);
always @(posedge clk)
begin
	hex <= hex + 8'h1;
end
endmodule

==> impl_metrics.toml <==
# synthesis and place-and-route metrics
[place]
dp_cells = 78
placement.cell_area_sq_um = 414
detailed_place_hpwl_um = 454
port_buffers = 8
place_ws_ns = 0.783
globalplace.congestion = 0.766

[global_routing]
antenna_found_initial = 0
grt_pass1_wl_um = 1010
grt_total_usage_pct = 2.09
first_global_vias = 197
maximum_number_of_pins_on_one_net_before_global_route_repair = 6
overflow = 0

[critical_path]
worstRegToRegCells = 3
required_ns = 1.68
cp-start-kind = "register"
timing.critical_path.slowest_stage_cell = "sky130_fd_sc_hd__clkdlybuf4s50_1"
critPathCaptureType = "primary output"
r2r_end = "hex[6]$_DFF_P_"
rrSetupSlack_ns = 1.10
critical-path-top-delay-family = "buffers and inverters"
worst-setup-path-type = "reg -> out"
worst-endpoint-arrival_ns = 1.18
worst_reg2reg_path_startpoint = "hex[0]$_DFF_P_"
worst_path_largest_cell_delay_ns = 0.51
critical_path.cell_chain = "clkdlybuf4s50_1"
worst-path-max-fanout = 5
critical_path_buf_inv_count = 1
setup.worst_path.start = "hex[2]$_DFF_P_"

[run_status]
outcome = "complete, no violations"

[synth]
syn-instance-count = 24
count_of_unique_library_cells_instantiated_by_yosys = 11
synth.cellmix.compoundShare_pct = 0
synth.logic.top_family = "XOR/XNOR gates"
ys_chip_area_sq_um = 277
synth.mux.area_fraction_pct = 0
post_synth_and_or_nand_nor_area_fraction_pct = 17.2
ys_sh_xor_pct = 19.0
synth.avg_cell_area_sq_um = 11.5
synth.cell_area_sq_um = 277
yosysWarnings = 1
synth-cells-yosys = 24
seq_area_frac_synth_pct = 57.9
post_synth_fa_ha_maj_area_fraction_pct = 4.52
numSynthFlops = 8

[hold_path]
worst_hold_path.endpoint = "hex[0]$_DFF_P_"
timing.hold.worst.class = "reg -> reg"
worst_hold_path.num_cells = 1
holdCritStartpoint = "hex[0]$_DFF_P_"

[timing]
setup_violations = 0
fmaxAchievable_ghz = 0.626
final_worst_hold_slack_ns = 0.430
final-hold-violation-count = 0
relSlewSlack_pct = 86.5
finClkSkew_ns = 0.00109
timing_worst_slew_pin_value_ns = 0.202
finalCritPeriodShare_pct = 76.0
drv_slew = 0
final_worst_setup_slack_ns = 0.504
setup-tns-final_ns = 0
period_minus_slack_ns = 1.60
setup_repair_after_global_routing_missed_its_margin = "false"

[floorplanning]
design.die.area_sq_um = 6400
die_width_um = 80
placeableCoreArea_sq_um = 3420
die_h_um = 80
floorplan.io_pins = 9
std_cell_rows = 21
fp_util_pct = 8.10

[finish]
final_layout_size_suffix_gt1_share_pct = 14.3
final_layout_top_logic_cells = "8 x sky130_fd_sc_hd__dfxtp_1, 8 x sky130_fd_sc_hd__clkdlybuf4s50_1, 3 x sky130_fd_sc_hd__xor2_1, 3 x sky130_fd_sc_hd__xnor2_1, 3 x sky130_fd_sc_hd__clkbuf_4"
layoutNonFillerInstCount = 81
post-route-cell-area_sq_um = 437
n_fill_cell = 399
largest_register_ff_count = 8
area_delta_synth_final_pct = 57.9
final_core_utilization_pct = 12.8
top_regs = "hex x8"
registers.top_by_ff_count = "hex"

[pwr]
power_density_nw_per_um2 = 612
worst_ir_drop_vdd_mv = 0.293
cellLeakagePower_nw = 0.156
design_power_total_uw = 267

[clock_network]
post_cts_repair_resize_count = 0
clock_insertion_delay_worst_skew_ns = 0.25
ctsLongestPathBuffers = 2
cts_tree = "built"
cts.htree.levels = 1
cts.sink_count = 8
cts_root_buffer = "sky130_fd_sc_hd__clkbuf_4"
clkSlewWorstSetupHoldPaths_ns = 0.05
tritoncts_buffers = 3
cts_hold_buf = 0
cts_post_setup_buffers_inserted = 0

[detailed_routing]
avgRoutedWirePerCell_um = 7.42
drt-pass1-iter-count = 4
detailedRoute.firstIterationViolations = 7
residual_drc_count = 0
diodes = 0
vias = 202
drtAntennaViolNets = 0
via_per_inst = 2.49
routed_wirelength_um = 601

[flow_run]
drv.max_cap_violation_count = 0
stage_log_warnings = 25
cell type report:
| class | instances | area, sq um | share of cell area (%) |
|---|---|---|---|
| Inverter | 1 | 3.75 | 0.860 |
| Sequential cell | 8 | 160 | 36.7 |
| Tap cell | 46 | 57.6 | 13.2 |
| Clock buffer | 3 | 22.5 | 5.16 |
| Timing Repair Buffer | 8 | 80.1 | 18.3 |
| Multi-Input combinational cell | 15 | 113 | 25.8 |
worst max-delay path by stage:
stage | end | slack, ns | cells past startpoint
after CTS | hex[2] | 0.49 | 1
after global routing | hex[3] | 0.42 | 1
final | hex[2] | 0.50 | 1
where the power goes:
group / leakage [nW] / internal (mW) / switching [mW] / total (mW)
sequential: 0.0644 / 0.152 / 0 / 0.152
combinational: 0.0776 / 0 / 0 / 0.0000000776
clock: 0.0138 / 0.0652 / 0.0500 / 0.115
cell families (layout without fill, tap and decap cells):
family | after synthesis | after routing
flops | 8 | 8
simple gates | 8 | 8
xor+xnor | 6 | 6
fa+ha+maj | 1 | 1
buf+inv | 1 | 12
cells in the mapped netlist, drive strengths merged:
library cell,number,area [sq um]
nand2,2,7.51
xor2,3,26.3
ha,1,12.5
and3,1,6.26
nor3,1,10.0
inv,1,3.75
dfxtp,8,160
xnor2,3,26.3
nor2,1,3.75
nand3,3,20.0
routing by layer:
layer | up-vias | GRT usage (%) | part of all wire, %
met2 | 12 | 1.93 | 27
met5 | - | 0 | 0
li1 | 100 | - | -
met1 | 90 | 3.01 | 56
met4 | 0 | 0.176 | 0
met3 | 0 | 2.27 | 17
Power and IR drop assume default switching activity.
