<file path="design/flow/config.mk">
export PLATFORM = sky130hd
export DESIGN_NAME = hex2seg
export DESIGN_NICKNAME = hex2seg
export VERILOG_FILES = /design/flow/design.v
export SDC_FILE = /design/flow/constraint.sdc
export NUM_CORES = 4
export LEC_CHECK = 1
export CORE_AREA = 10 10 70 70
export DIE_AREA = 0 0 80 80
</file>
<file path="design/flow/constraint.sdc">
current_design hex2seg

set clk_period 1.2
set clk_io_pct 0.2

create_clock -name clk0 -period $clk_period

set non_clock_inputs [all_inputs -no_clocks]
set_input_delay [expr $clk_period * $clk_io_pct] -clock clk0 $non_clock_inputs
set_output_delay [expr $clk_period * $clk_io_pct] -clock clk0 [all_outputs]
</file>
<file path="design/flow/design.v">
module hex2seg(input wire [3:0]hex, 
				   output reg [6:0]seg);  
always @(*)
begin
    case(hex)
        4'b0000 : seg = 7'b1000000;  
        4'b0001 : seg = 7'b1111001;  
        4'b0010 : seg = 7'b0100100;  
        4'b0011 : seg = 7'b0110000;  
        4'b0100 : seg = 7'b0011001;  
        4'b0101 : seg = 7'b0010010;  
        4'b0110 : seg = 7'b0000010;  
        4'b0111 : seg = 7'b1111000;  
        4'b1000 : seg = 7'b0000000;  
        4'b1001 : seg = 7'b0010000;  
        4'b1010 : seg = 7'b0001000;  
        4'b1011 : seg = 7'b0000011;  
        4'b1100 : seg = 7'b1000110;  
        4'b1101 : seg = 7'b0100001;  
        4'b1110 : seg = 7'b0000110;  
        default : seg = 7'b0001110;  
    endcase;
end
endmodule
</file>
<file path="design/flow/run.sh">
#!/bin/bash
# OpenROAD 26Q1-2900-gdf79404cd8, Yosys 0.63+post, stock flow scripts
make -C /OpenROAD-flow-scripts/flow DESIGN_CONFIG=/design/flow/config.mk WORK_HOME=/design/flow/orfs finish
</file>
==> impl_metrics.env <==
# source this file to load flow results
export IMPL_intPower_mw=0.121
export IMPL_grt_ovfl_total=0
export IMPL_fin_area_sq_um=649
export IMPL_critPathMaxStageDelay_ps=340
export IMPL_drv_cap=0
export IMPL_die_x_um=80
export IMPL_maxSlewViolCount=0
export IMPL_ys_seq_share_pct=0
export IMPL_critPathSlowestCell="or3b_1"
export IMPL_grt_usage_pct=3.31
export IMPL_cp_cell_sequence="buf_12, inv_12, ha_4, and2b_2, or3b_1, o21ai_1, buf_2"
export IMPL_antennaDiodeCount=0
export IMPL_critPathRequiredTime_ps=960
export IMPL_status="complete, but fails checks"
export IMPL_grt_pass1_vias=377
export IMPL_via_per_inst=3.14
export IMPL_ys_cells=32
export IMPL_hold_ws_ps=922
export IMPL_clock_buffers=0
export IMPL_drc_errors=0
export IMPL_ant_nets=0
export IMPL_arrival_ps=1260
export IMPL_boundaryPins=11
export IMPL_fin_setup_tns_ps=-1270
export IMPL_fin_crit_ps=1500
export IMPL_rows=21
export IMPL_dr_pass1_iters=3
export IMPL_tool_warnings=41
export IMPL_grt_setup_unrepaired="yes"
export IMPL_portBuffers=11
export IMPL_min_delay_start="hex[3]"
export IMPL_timing_final_crit_share_pct=125
export IMPL_powerDensity_mw_per_mm2=313
export IMPL_criticalPathCategory="in2out"
export IMPL_grt_max_degree=8
export IMPL_leakage_nw=0.285
export IMPL_die_area_sq_mm=0.00640
export IMPL_netSwitchingFraction_pct=40.3
export IMPL_slew_headroom_pct=89.5
export IMPL_finalHoldViolCount=0
export IMPL_combPwrFrac_pct=100.0
export IMPL_min_to="seg[3]"
export IMPL_setup_ws_ps=-299
export IMPL_max_freq_ghz=0.667
export IMPL_core_sq_mm=0.00342
export IMPL_yosysWarnings=1
export IMPL_yosysUniqueCellTypes=15
export IMPL_synth_area_sq_um=275
export IMPL_grt_pass1_wl_um=1770
export IMPL_end_kind="output port"
export IMPL_whs_path_depth=3
export IMPL_netlist_instances=32
export IMPL_ff_latch_area_sq_um=0
export IMPL_wl_um=967
export IMPL_dr_total_vias=320
export IMPL_yosysChipArea_sq_um=275
export IMPL_drive_above_1_share_pct=76.8
export IMPL_setup_viol=7
export IMPL_worstHoldPathType="in2out"
export IMPL_setup_worst_path_start="hex[1]"
export IMPL_irDropWorstVdd_uv=96.4
export IMPL_fp_util_pct=8.06
export IMPL_max_slew_worst_pin_slew_ps=152
export IMPL_ff_count=0
export IMPL_p_seq_share_pct=0
export IMPL_p_clk_share_pct=0
export IMPL_antenna_found_initial=0
export IMPL_final_core_util_pct=19.0
export IMPL_die_y_um=80
export IMPL_synth_avg_cell_area_sq_um=8.60
export IMPL_failed_checks="setup timing"
export IMPL_post_dp_cell_area_sq_um=537
export IMPL_switching_power_mw=0.0819
export IMPL_startpoint_type="input port"
export IMPL_drtIter0Drc=2
export IMPL_worstPathMaxFanout=5
export IMPL_place_inst=96
export IMPL_wire_per_inst_um=9.48
export IMPL_dp_hpwl_um=711
export IMPL_final_cells=102
export IMPL_syn_to_final_growth_pct=136
export IMPL_gp_congestion=0.848
## final cells by class
type | count | area, sq um
fillers | 382 | 2770
inverters | 3 | 31.3
multi-input cells | 27 | 339
well taps | 46 | 57.6
repair buffers | 26 | 221
## cells by family after synthesis
family                     count (synthesis)  synth area share, %
AOI/OAI and AO/OA                          6                 15.5
and+or+nand+nor                            8                 14.5
buffers and inverters                      5                 10.0
adders and majority gates                  7                 31.8
muxes                                      6                 28.2
## Yosys cell counts (all sizes together)
cell type  instances  share of area [%]
a21oi              1                1.8
inv                3                4.1
buf                2                5.9
mux4               1                9.5
o21ai              2                3.6
a22o               2                6.4
ha                 7                 32
or3b               1                3.2
and2b              1                3.2
nand2              1                1.4
nor2               5                6.8
mux2               1                4.1
a32o               1                3.6
mux2i              4                 15
## power groups by stage
stage | combinational [mW] | sequential (mW) | clock [mW]
finish | 0.203 | 0 | 0
CTS | 0.197 | 0 | 0
global route | 0.225 | 0 | 0
## worst max-delay path by stage
| stage | end | slack (ps) | cells after the start |
|---|---|---|---|
| 5_1_grt | seg[0] | -380 | 7 |
| 6_report | seg[0] | -300 | 7 |
| 4_1_cts | seg[0] | -310 | 7 |
## repair_timing
| action | 4_1_cts | 5_1_grt |
|---|---|---|
| cloned | 1 | 0 |
| hold buffers | 0 | 0 |
| setup buffers | 5 | 0 |
| endpoints found under the hold margin | 0 | 0 |
| pin swaps | 9 | 5 |
| resized | 65 | 3 |
| endpoints found under the setup margin | 7 | 7 |
## through the flow
stage | setup WS [ps] | power [mW]
6_report | -299 | 0.203
2_1_floorplan | -16.8 | 0.0706
4_1_cts | -309 | 0.197
3_3_place_gp | -1230 | 0.169
5_1_grt | -376 | 0.225
3_5_place_dp | -1240 | 0.171
## routing by layer
layer / global-route usage (%) / up-vias / wire, um
li1: - / 160 / -
met1: 3.37 / 154 / 366
met2: 6.90 / 4 / 564
met3: 0.341 / 2 / 16
met4: 0.528 / 0 / 19
met5: 0 / - / 0
## worst max-delay path: cells and delay by family
family,cells,cell delay [ps]
buffers and inverters,3,270
AND-OR/OR-AND,1,80
AND/OR/NAND/NOR,2,550
adder cells (fa/ha/maj),1,110
## cells in the final DEF (no fill, tap or decap)
| cell type | netlist | routed |
|---|---|---|
| a21oi_2 | 0 | 1 |
| a22o_1 | 2 | 2 |
| a32o_2 | 0 | 1 |
| and2b_2 | 1 | 1 |
| buf_12 | 0 | 2 |
| buf_2 | 1 | 9 |
| buf_4 | 0 | 8 |
| buf_6 | 1 | 6 |
| dlygate4sd2_1 | 0 | 1 |
| ha_1 | 7 | 1 |
| ha_4 | 0 | 6 |
| inv_12 | 0 | 1 |
| inv_2 | 0 | 1 |
| inv_8 | 0 | 1 |
| mux2_4 | 0 | 1 |
| mux2i_1 | 4 | 3 |
| mux2i_2 | 0 | 1 |
| mux4_2 | 0 | 1 |
| nand2_1 | 1 | 1 |
| nor2_1 | 5 | 2 |
| nor2_2 | 0 | 3 |
| o21ai_1 | 0 | 2 |
| or3b_1 | 1 | 1 |
No activity file was given, so power comes from the tool's default toggle rates.
